**flow/design.v**
```verilog
`timescale 1ns / 1ps
module ALU (
    input [31:0] A,
    input [31:0] B,
    input [3:0] ALUControl,
    output reg [31:0] ALUResult,
    output Zero
);
localparam AND_OP = 4'b0000;
localparam OR_OP  = 4'b0001;
localparam ADD_OP = 4'b0010;
localparam SUB_OP = 4'b0110;
localparam XOR_OP = 4'b0100;
localparam SLL_OP = 4'b1000;
localparam SRL_OP = 4'b1001;
wire [31:0] B_for_adder;
wire [32:0] carry;
wire [31:0] add_result;
reg [31:0] B_temp;
always @(*) begin
    if (ALUControl == SUB_OP)
        B_temp = ~B;
    else
        B_temp = B;
end
assign B_for_adder = B_temp;
reg cin_lsb;
always @(*) begin
    if (ALUControl == SUB_OP)
        cin_lsb = 1'b1;
    else
        cin_lsb = 1'b0;
end
assign carry[0] = cin_lsb;
genvar i;
generate
    for (i = 0; i < 32; i = i + 1) begin : ripple_adder
        FullAdder fa (
            .a(A[i]),
            .b(B_for_adder[i]),
            .cin(carry[i]),
            .sum(add_result[i]),
            .cout(carry[i+1])
        );
    end
endgenerate
wire [31:0] and_result = A & B;
wire [31:0] or_result  = A | B;
wire [31:0] xor_result = A ^ B;
wire [31:0] sll_result = A << B[4:0];
wire [31:0] srl_result = A >> B[4:0];
always @(*) begin
    if (ALUControl == AND_OP)
        ALUResult = and_result;
    else if (ALUControl == OR_OP)
        ALUResult = or_result;
    else if (ALUControl == XOR_OP)
        ALUResult = xor_result;
    else if (ALUControl == ADD_OP || ALUControl == SUB_OP)
        ALUResult = add_result;
    else if (ALUControl == SLL_OP)
        ALUResult = sll_result;
    else if (ALUControl == SRL_OP)
        ALUResult = srl_result;
    else
        ALUResult = 32'b0;
end
assign Zero = (ALUResult == 32'b0);
endmodule
`timescale 1ns / 1ps
module FullAdder (
    input a,
    input b,
    input cin,
    output reg sum,
    output reg cout
);
always @(*) begin
    sum = a ^ b ^ cin;
    cout = (a & b) | (a & cin) | (b & cin);
end
endmodule
`timescale 1ns / 1ps
module debouncer #(
    parameter STABLE_MAX = 500_000
)(
    input wire clk,
    input wire pbin,
    output reg pbout
);
reg [$clog2(STABLE_MAX+1)-1 : 0] stable_cnt;
reg prev_in;
initial begin
    pbout = 1'b0;
    prev_in = 1'b0;
    stable_cnt = 0;
end
always @(posedge clk) begin
    if (pbin == prev_in) begin
        if (stable_cnt < STABLE_MAX) begin
            stable_cnt <= stable_cnt + 1;
        end else begin
            pbout <= prev_in;
        end
    end else begin
        prev_in <= pbin;
        stable_cnt <= 0;
    end
end
endmodule
`timescale 1ns / 1ps
module ALU_TOP (
    input clk,  
    input rst_raw,   
    input [3:0] sw,        
    output [15:0] led        
);
    wire rst;
    debouncer #(
        .STABLE_MAX(500_000)    
    ) db_rst (
        .clk(clk),
        .pbin(rst_raw),
        .pbout(rst)
    );
    wire [31:0] A = 32'h10101010;
    wire [31:0] B = 32'h01010101;
    wire [3:0] ALUControl = sw;
    wire [31:0] ALUResult;
    wire Zero;
    ALU alu_inst (
        .A(A),
        .B(B),
        .ALUControl(ALUControl),
        .ALUResult(ALUResult),
        .Zero(Zero)
    );
    assign led[14:0] = ALUResult[14:0];
    assign led[15]   = Zero;
endmodule
```
**flow/run.sh**
```bash
#!/bin/bash
# OpenROAD 26Q1-2900-gdf79404cd8, Yosys 0.63+post, stock flow scripts
make -C /OpenROAD-flow-scripts/flow DESIGN_CONFIG=/design/flow/config.mk WORK_HOME=/design/flow/orfs finish
```
**flow/config.mk**
```make
export PLATFORM = sky130hd
export DESIGN_NAME = ALU_TOP
export DESIGN_NICKNAME = ALU_TOP
export VERILOG_FILES = /design/flow/design.v
export SDC_FILE = /design/flow/constraint.sdc
export NUM_CORES = 4
export LEC_CHECK = 1
export CORE_AREA = 10 10 70 70
export DIE_AREA = 0 0 80 80
```
**flow/constraint.sdc**
```tcl
current_design ALU_TOP

set clk_period 1.4
set clk_io_pct 0.2

create_clock -name clk0 -period $clk_period

set non_clock_inputs [all_inputs -no_clocks]
set_input_delay [expr $clk_period * $clk_io_pct] -clock clk0 $non_clock_inputs
set_output_delay [expr $clk_period * $clk_io_pct] -clock clk0 [all_outputs]
```
==> impl_metrics.ini <==
; physical design summary
[global_route]
antenna_found_initial = 0
grt_util_all_layers_pct = 1.80
grt_start_max_net_pins = 8
grt_first_pass_wirelength_um = 979
grt_overflow_total = 0
grt_pass1_vias = 187

[finish]
drive_gt1_share_pct = 43.6
clkbuf_count = 0
finalCoreUtilization_pct = 11.6
area.growth.synth_to_final_pct = 112
final-seq-area_um2 = 0
final.fill_count = 392
layout.sequential_cells = 0
mi_logic_area_um2 = 130

[final_timing]
finalMaxSlewViolations = 0
period_needed_ns = 1.37
unrepaired_setup_endpoints_after_global_routing = false
timing.fmax_mhz = 728
min_period_over_period_pct = 98.1
setup_viol = 0
final_hold_fails = 0

[power]
power.ir.vdd_worst_v = 0.0000271
power_frac_comb_pct = 100.0
switchingPower_mw = 0.0297
p_leak_nw = 0.198
power_per_cell_area_nw_per_um2 = 202
p_total_mw = 0.0797
intPower_mw = 0.0501
net_switching_fraction_of_the_power_pct = 37.2
pwr-share-clk_pct = 0
power.share.sequential_pct = 0

[yosys]
yosys.cell_count.top_type = sky130_fd_sc_hd__buf_4
ys_cells = 26
netlist_instances = 26
synth_largest_type_area_fraction_pct = 44.3
synth.distinct_cells = 14
synthDominantAreaCellType = sky130_fd_sc_hd__buf_4
synth-warning-count = 3
post_synth_instance_area_um2 = 186
seq_area_frac_synth_pct = 0
avgSynthCellArea_um2 = 7.17
yosys_area_um2 = 186
post_synth_main_area_contributors = sky130_fd_sc_hd__buf_4 44%, sky130_fd_sc_hd__and4bb_1 6.7%, sky130_fd_sc_hd__buf_6 6.0%, sky130_fd_sc_hd__nor3_1 5.4%, sky130_fd_sc_hd__o211a_1 5.4%
ys_top_cells_by_count = 11 x sky130_fd_sc_hd__buf_4, 2 x sky130_fd_sc_hd__nor2_1, 2 x sky130_fd_sc_hd__nor3_1

[critical_path]
critical_path.most_common_cell = sky130_fd_sc_hd__buf_6
timing.critical_path.max_delay_family = buffers and inverters
endpoint_kind = primary output
path_buffers = 4
crit_arrival_ns = 1.09
critical_path.cell_chain = buf_6, and4bb_2, buf_6, buf_4, dlygate4sd2_1
worst_path_max_delay_cell = sky130_fd_sc_hd__and4bb_2
worstPathRequired_ns = 1.12
timing.setup.critical_path_class = in2out
critical_path_peak_fanout = 6
start_kind = input port
slowest_delay_ns = 0.24

[placed_design]
gp_routability_congestion = 0.716
tally_of_buffers_added_on_design_ports = 17

[route]
drt-pass1-iter-count = 2
detail_route.antenna_diodes = 0
postRouteAntennaNets = 0
drt-vias-per-instance = 2.34
route.detailed.drc = 0
drt-total-wl_um = 643
drt_first_iter_violations = 3
detail_route.wl_per_cell_um = 7.56
detailroute.via_count = 199

[floorplanning]
die_y_um = 80
initial_utilization_pct = 5.46
horizontal_die_dimension_um = 80
dieArea_um2 = 6400
core_um2 = 3420
io_pins = 22
num_rows = 21

[worst_hold_path]
min_path_type = in2out

[run_status]
result_of_the_run = finished clean

[job]
drv_cap = 0
warnings = 34

[clock_tree]
cts_hold_buf = 0
[final cells by class]
class,count,share of cell area (%)
Timing Repair Buffer,23,51.6
Inverter,1,0.949
Tap cell,46,14.6
Multi-Input combinational cell,15,32.9
[repair_timing]
| item | 4_1_cts | 5_1_grt |
|---|---|---|
| setup endpoints to repair | 13 | 2 |
| pin swaps | 5 | 0 |
| resized | 48 | 1 |
| setup buffers | 3 | 0 |
| cloned | 0 | 0 |
[cells in the final DEF, fill, tap and decap left out, drive strengths merged]
cell / instances
a31o: 1
and4bb: 1
buf: 12
conb: 3
dlygate4sd2: 11
inv: 1
nor2: 2
nor3: 2
nor4: 1
o211a: 1
o21a: 1
o21ai: 1
xnor2: 1
xor2: 1
[power groups by stage]
stage | logic (mW) | registers, mW | clock network, mW
finish | 0.0797 | 0 | 0
global route | 0.0901 | 0 | 0
CTS | 0.0818 | 0 | 0
[tightest hold or removal path, delay by kind of cell]
family	cells	cell delay [ns]
AND/OR/NAND/NOR	1	0.04
buffers and inverters	2	0.33
[kinds of logic after synthesis]
group,Yosys count,share of synthesized area [%]
and+or+nand+nor,6,19.5
AOI/OAI and AO/OA,4,16.8
buffers and inverters,13,52.3
other,1,2.01
xor gates and xnor gates,2,9.40
[stage by stage]
| stage | setup slack [ns] | area, um^2 | setup TNS (ns) | hold WS, ns | instances |
|---|---|---|---|---|---|
| floorplan | 0.218 | 194 | 0 | 0.581 | 28 |
| global placement | -0.690 | 358 | -7.83 | 1.54 | 83 |
| detailed placement | -0.738 | 358 | -8.35 | 1.55 | 83 |
| CTS | 0.0297 | 390 | 0 | 0.935 | 85 |
| global route | 0.000518 | 395 | 0 | 0.959 | 85 |
| finish | 0.0266 | 395 | 0 | 0.932 | 85 |
[path summary, 6_finish.rpt]
| path | startpoint | cells after the start | slack, ns | endpoint |
|---|---|---|---|---|
| worst min-delay path | sw[0] | 3 | 0.93 | led[5] |
| worst max-delay path | sw[2] | 5 | 0.03 | led[10] |
[metal layers]
layer / share of wire, % / routed length, um / vias to the layer above / GRT usage [%]
li1: - / - / 99 / -
met1: 37 / 238 / 86 / 1.98
met2: 37 / 241 / 14 / 2.73
met3: 25 / 163 / 0 / 1.59
met4: 0 / 0 / 0 / 0
met5: 0 / 0 / - / 0
Power figures rest on the tool's default switching activity, not on a simulated workload.
