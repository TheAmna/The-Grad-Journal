==> flow/design.v <==
`timescale 1ns / 1ps
module ALU (
    input [31:0] A,
    input [31:0] B,
    input [3:0] ALUControl,
    output reg [31:0] ALUResult,
    output Zero
);
localparam AND_OP = 4'b0000;
localparam OR_OP  = 4'b0001;
localparam ADD_OP = 4'b0010;
localparam SUB_OP = 4'b0110;
localparam XOR_OP = 4'b0100;
localparam SLL_OP = 4'b1000;
localparam SRL_OP = 4'b1001;
wire [31:0] B_for_adder;
wire [32:0] carry;
wire [31:0] add_result;
reg [31:0] B_temp;
always @(*) begin
    if (ALUControl == SUB_OP)
        B_temp = ~B;
    else
        B_temp = B;
end
assign B_for_adder = B_temp;
reg cin_lsb;
always @(*) begin
    if (ALUControl == SUB_OP)
        cin_lsb = 1'b1;
    else
        cin_lsb = 1'b0;
end
assign carry[0] = cin_lsb;
genvar i;
generate
    for (i = 0; i < 32; i = i + 1) begin : ripple_adder
        FullAdder fa (
            .a(A[i]),
            .b(B_for_adder[i]),
            .cin(carry[i]),
            .sum(add_result[i]),
            .cout(carry[i+1])
        );
    end
endgenerate
wire [31:0] and_result = A & B;
wire [31:0] or_result  = A | B;
wire [31:0] xor_result = A ^ B;
wire [31:0] sll_result = A << B[4:0];
wire [31:0] srl_result = A >> B[4:0];
always @(*) begin
    if (ALUControl == AND_OP)
        ALUResult = and_result;
    else if (ALUControl == OR_OP)
        ALUResult = or_result;
    else if (ALUControl == XOR_OP)
        ALUResult = xor_result;
    else if (ALUControl == ADD_OP || ALUControl == SUB_OP)
        ALUResult = add_result;
    else if (ALUControl == SLL_OP)
        ALUResult = sll_result;
    else if (ALUControl == SRL_OP)
        ALUResult = srl_result;
    else
        ALUResult = 32'b0;
end
assign Zero = (ALUResult == 32'b0);
endmodule
`timescale 1ns / 1ps
module ALU_Top (
    input wire clk,
    input wire rst_raw,
    input wire [3:0] sw,
    output wire [15:0] led
);
wire rst_deb;
debouncer #(
    .STABLE_MAX(500_000)
) db_rst (
    .clk(clk),
    .pbin(rst_raw),
    .pbout(rst_deb)
);
wire [31:0] A = 32'h10101010;
wire [31:0] B = 32'h01010101;
wire [3:0] ALUControl = sw;
wire [31:0] ALUResult;
wire Zero;
ALU alu_inst (
    .A(A),
    .B(B),
    .ALUControl(ALUControl),
    .ALUResult(ALUResult),
    .Zero(Zero)
);
assign led[14:0] = ALUResult[14:0];
assign led[15]   = Zero;
endmodule
`timescale 1ns / 1ps
module FullAdder (
    input a,
    input b,
    input cin,
    output reg sum,
    output reg cout
);
always @(*) begin
    sum = a ^ b ^ cin;
    cout = (a & b) | (a & cin) | (b & cin);
end
endmodule
`timescale 1ns / 1ps
module debouncer #(
    parameter STABLE_MAX = 500_000
)(
    input wire clk,
    input wire pbin,
    output reg pbout
);
reg [$clog2(STABLE_MAX+1)-1 : 0] stable_cnt;
reg prev_in;
initial begin
    pbout = 1'b0;
    prev_in = 1'b0;
    stable_cnt = 0;
end
always @(posedge clk) begin
    if (pbin == prev_in) begin
        if (stable_cnt < STABLE_MAX) begin
            stable_cnt <= stable_cnt + 1;
        end else begin
            pbout <= prev_in;
        end
    end else begin
        prev_in <= pbin;
        stable_cnt <= 0;
    end
end
endmodule
==> flow/run.sh <==
#!/bin/bash
# OpenROAD 26Q1-2900-gdf79404cd8, Yosys 0.63+post, stock flow scripts
make -C /OpenROAD-flow-scripts/flow DESIGN_CONFIG=/design/flow/config.mk WORK_HOME=/design/flow/orfs finish
==> flow/config.mk <==
export PLATFORM = sky130hd
export DESIGN_NAME = ALU_Top
export DESIGN_NICKNAME = ALU_Top
export VERILOG_FILES = /design/flow/design.v
export SDC_FILE = /design/flow/constraint.sdc
export NUM_CORES = 4
export LEC_CHECK = 1
export CORE_AREA = 10 10 70 70
export DIE_AREA = 0 0 80 80
==> flow/constraint.sdc <==
current_design ALU_Top

set clk_period 1.8
set clk_io_pct 0.2

create_clock -name clk0 -period $clk_period

set non_clock_inputs [all_inputs -no_clocks]
set_input_delay [expr $clk_period * $clk_io_pct] -clock clk0 $non_clock_inputs
set_output_delay [expr $clk_period * $clk_io_pct] -clock clk0 [all_outputs]
==> results.rst <==
Physical design figures
=======================

.. list-table::
   :header-rows: 1

   * - Metric
     - Value
   * - Hold path startpoint
     - sw[2]
   * - Post-CTS Hold Fix Bufs
     - 0
   * - Type of the worst min-delay path
     - in2out
   * - Number of remaining DRC errors
     - 0
   * - Final antenna diode count
     - 0
   * - Series of cell instances along the critical path
     - buf_2, buf_4, o21ai_1, o211a_1, clkdlybuf4s50_1
   * - Layout overhead on the synthesized area
     - 90.6%
   * - Initial Util
     - 0.0546
   * - CP Data Required Time
     - roughly 1.4 ns
   * - Register area
     - 0 um2
   * - Area of placed instances
     - roughly 360 um2
   * - Cell types with the highest counts after synthesis
     - 11 x sky130_fd_sc_hd__buf_4, 2 x sky130_fd_sc_hd__nor2_1, 2 x sky130_fd_sc_hd__nor3_1
   * - Crit start category
     - input port
   * - Hold Vio Cnt, Final
     - 0
   * - Post-DP HPWL
     - 536 um
   * - Max-slew violation total from the final report
     - 0
   * - Maximum clock rate
     - about 0.58 GHz
   * - Unrepaired setup endpoints after global routing
     - no
   * - Flip-flops
     - 0
   * - Core footprint
     - 3420 um2
   * - Antenna violation net count after detailed routing
     - 0
   * - Endpoint, Worst Hold
     - led[1]
   * - Top post-synthesis cells by area
     - sky130_fd_sc_hd__buf_4 44%, sky130_fd_sc_hd__and4bb_1 6.7%, sky130_fd_sc_hd__buf_6 6.0%
   * - Share of the clock period used by the worst path
     - 0.952
   * - Count of vias placed by the detailed router
     - around 190
   * - Worst-path maximum fanout
     - 6
   * - Layout filler cell count
     - around 400
   * - Largest net degree at the start of global routing
     - 8
   * - Area leader, netlist
     - sky130_fd_sc_hd__buf_4
   * - Antenna violations before repair
     - 0
   * - Final WL
     - 619 um
   * - Die W
     - 80 um
   * - Cell type of the slowest stage on the worst timing path
     - sky130_fd_sc_hd__clkdlybuf4s50_1
   * - # Max-Cap Violations
     - 0
   * - Die height
     - 80 um
   * - Post-synthesis cell type with the largest instance count
     - sky130_fd_sc_hd__buf_4
   * - Die ar.
     - roughly 6400 um2
   * - Number of clock-tree buffers in the layout
     - 0
   * - Least setup slack across all paths after layout
     - about 0.086 ns
   * - Total power consumption of the routed design
     - roughly 0.055 mW
   * - Number of rows in the core area
     - 21
   * - Gate count after technology mapping
     - 26
   * - Setup CP Type
     - in2out
   * - Critical path's top delay family
     - buffers and inverters
   * - Global-route wire length before repair
     - slightly above 800 um
   * - Via count of the first global-routing pass
     - approximately 170
   * - Netlist area before placement
     - around 190 um2
   * - Leakage dissipation
     - approximately 0.19 nW
   * - DR pass1 iterations
     - 1
   * - IO Count
     - 22
   * - Final estimated routing congestion in global placement
     - around 0.74
   * - Sequential area share after synthesis
     - 0
   * - Vias per inst
     - about 2.3
   * - Number of standard cells reported by yosys
     - 26
   * - Count of buffering cells on the critical path with inverters included
     - 3
   * - Number of buffer cells added on primary ports
     - 17
   * - Cells on Worst Hold Path
     - 3
   * - Time the worst path needs with I/O delays and setup
     - 1.71 ns
   * - Ratio of cells with drive above 1 in the final layout
     - 0.306
   * - Distinct lib cells used
     - 14
   * - Run status
     - completed
   * - CP arrival
     - 1.35 ns
   * - Sort of element at the end of the critical path
     - output port
   * - Setup Slack @ Placement
     - -0.515 ns
   * - OpenROAD warning count
     - 34
   * - IR drop worst, VDD
     - 0.0196 mV
   * - Wire length per cell
     - 7.55 um
   * - DRT iter0 DRCs
     - 0
   * - # setup viols final
     - 0
   * - Total Routing Usage GR
     - 0.0155
   * - Cell area after layout
     - around 360 um2
   * - Number of cells on the critical path
     - 5
   * - Remaining global-route overflow
     - 0
   * - Number of warnings printed during yosys synthesis
     - 3
   * - Chip area in the Yosys report
     - around 190 um2
   * - Synthesized area divided by synthesized cell count
     - 7.17 um2
   * - Pwr dens
     - ~160 nW/um2
   * - Top cell area share
     - 0.443
   * - Biggest cell delay along the critical path
     - between 0.4 and 0.5 ns
where the power goes:
part           switching (mW)  total [mW]  internal, mW
clock                       0           0             0
sequential                  0           0             0
combinational          0.0215      0.0553        0.0338
total                  0.0215      0.0553        0.0338
through the flow:
stage,utilization,setup TNS [ns],cells,hold WS (ns)
after floorplan,-,0,28,0.741
after global placement,0.105,-5.36,83,1.71
after detailed placement,0.105,-5.45,83,1.70
after CTS,0.103,0,82,1.29
after global routing,0.104,0,82,1.28
final,0.104,0,82,1.25
metal layers:
layer / vias to the layer above / global-route usage / share of wire
met3: 0 / 0.00682 / 0.15
li1: 93 / - / -
met2: 14 / 0.0225 / 0.39
met5: - / 0 / 0
met4: 0 / 0 / 0
met1: 82 / 0.0218 / 0.46
layout by cell type (no fill, tap or decap), drive strengths merged, types with 2 or more instances in the layout:
cell type      netlist  final
nor2                 2      2
buf                 12      6
dlymetal6s2s         0      2
nor3                 2      2
clkdlybuf4s50        0      4
dlygate4sd2          0      8
conb                 1      3
layout make-up:
type | instances | area, um2 | area share
Timing Repair Buffer | 20 | 173 | 0.486
Tap cell | 46 | 57.6 | 0.162
Multi-Input combinational cell | 15 | 121 | 0.342
Inverter | 1 | 3.75 | 0.0106
kinds of logic (layout without fill, tap and decap cells):
logic type,Yosys count,after routing,share of synthesized area
compound gates,4,4,0.168
simple gates,6,6,0.195
other cells,1,3,0.0201
buf+inv,13,21,0.523
xor+xnor,2,2,0.0940
worst max path at each step:
stage      from  endpoint  slack [ns]
4_1_cts   sw[3]   led[10]       0.003
5_1_grt   sw[2]   led[12]       0.008
6_report  sw[2]   led[12]        0.09
what timing repair did:
action	4_1_cts	5_1_grt
setup buffers	1	0
pin swaps	4	2
endpoints found under the setup margin	13	5
resized	27	3
tightest hold or removal path: stages:
cell,delay (ns)
sky130_fd_sc_hd__buf_2,0.14
sky130_fd_sc_hd__and4bb_2,0.26
sky130_fd_sc_hd__dlymetal6s2s_1,0.13
Power and IR drop assume default switching activity.
