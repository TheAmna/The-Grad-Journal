==> flow/design.v <==
`timescale 1ns / 1ps
module ALU (
    input [31:0] A,
    input [31:0] B,
    input [3:0] ALUControl,
    output reg [31:0] ALUResult,
    output Zero
);
localparam AND_OP = 4'b0000;
localparam OR_OP  = 4'b0001;
localparam ADD_OP = 4'b0010;
localparam SUB_OP = 4'b0110;
localparam XOR_OP = 4'b0100;
localparam SLL_OP = 4'b1000;
localparam SRL_OP = 4'b1001;
wire [31:0] B_for_adder;
wire [32:0] carry;
wire [31:0] add_result;
reg [31:0] B_temp;
always @(*) begin
    if (ALUControl == SUB_OP)
        B_temp = ~B;
    else
        B_temp = B;
end
assign B_for_adder = B_temp;
reg cin_lsb;
always @(*) begin
    if (ALUControl == SUB_OP)
        cin_lsb = 1'b1;
    else
        cin_lsb = 1'b0;
end
assign carry[0] = cin_lsb;
genvar i;
generate
    for (i = 0; i < 32; i = i + 1) begin : ripple_adder
        FullAdder fa (
            .a(A[i]),
            .b(B_for_adder[i]),
            .cin(carry[i]),
            .sum(add_result[i]),
            .cout(carry[i+1])
        );
    end
endgenerate
wire [31:0] and_result = A & B;
wire [31:0] or_result  = A | B;
wire [31:0] xor_result = A ^ B;
wire [31:0] sll_result = A << B[4:0];
wire [31:0] srl_result = A >> B[4:0];
always @(*) begin
    if (ALUControl == AND_OP)
        ALUResult = and_result;
    else if (ALUControl == OR_OP)
        ALUResult = or_result;
    else if (ALUControl == XOR_OP)
        ALUResult = xor_result;
    else if (ALUControl == ADD_OP || ALUControl == SUB_OP)
        ALUResult = add_result;
    else if (ALUControl == SLL_OP)
        ALUResult = sll_result;
    else if (ALUControl == SRL_OP)
        ALUResult = srl_result;
    else
        ALUResult = 32'b0;
end
assign Zero = (ALUResult == 32'b0);
endmodule
`timescale 1ns / 1ps
module FullAdder (
    input a,
    input b,
    input cin,
    output reg sum,
    output reg cout
);
always @(*) begin
    sum = a ^ b ^ cin;
    cout = (a & b) | (a & cin) | (b & cin);
end
endmodule
`timescale 1ns / 1ps
module debouncer #(
    parameter STABLE_MAX = 500_000
)(
    input wire clk,
    input wire pbin,
    output reg pbout
);
reg [$clog2(STABLE_MAX+1)-1 : 0] stable_cnt;
reg prev_in;
initial begin
    pbout = 1'b0;
    prev_in = 1'b0;
    stable_cnt = 0;
end
always @(posedge clk) begin
    if (pbin == prev_in) begin
        if (stable_cnt < STABLE_MAX) begin
            stable_cnt <= stable_cnt + 1;
        end else begin
            pbout <= prev_in;
        end
    end else begin
        prev_in <= pbin;
        stable_cnt <= 0;
    end
end
endmodule
`timescale 1ns / 1ps
module RF_ALU_FSM (
    input  wire        clk,
    input  wire        rst,
    input  wire        alu_zero,
    input  wire [31:0] alu_result,
    output reg         WriteEnable,
    output reg  [4:0]  rd,
    output wire [4:0]  rs1,           
    output wire [4:0]  rs2,           
    output wire [3:0]  alu_ctrl,      
    output reg  [31:0] WriteData
);
    reg [4:0] state;
    parameter IDLE       = 5'd0;
    parameter WRITE_X1   = 5'd1;
    parameter WRITE_X2   = 5'd2;
    parameter WRITE_X3   = 5'd3;
    parameter ADD_OP     = 5'd4;
    parameter SUB_OP     = 5'd5;
    parameter AND_OP     = 5'd6;
    parameter OR_OP      = 5'd7;
    parameter XOR_OP     = 5'd8;
    parameter SLL_OP     = 5'd9;
    parameter SRL_OP     = 5'd10;
    parameter ZERO_CHECK = 5'd11;
    parameter FLAG_WRITE = 5'd12;
    parameter READ_AFTER = 5'd13;
    parameter DONE       = 5'd14;
    reg [4:0] rs1_r, rs2_r;
    reg [3:0] alu_ctrl_r;
    assign rs1      = rs1_r;
    assign rs2      = rs2_r;
    assign alu_ctrl = alu_ctrl_r;
    always @(*) begin
        case (state)
            ADD_OP:     begin rs1_r = 5'd1;  rs2_r = 5'd2;  alu_ctrl_r = 4'b0010; end
            SUB_OP:     begin rs1_r = 5'd1;  rs2_r = 5'd2;  alu_ctrl_r = 4'b0110; end
            AND_OP:     begin rs1_r = 5'd1;  rs2_r = 5'd2;  alu_ctrl_r = 4'b0000; end
            OR_OP:      begin rs1_r = 5'd1;  rs2_r = 5'd2;  alu_ctrl_r = 4'b0001; end
            XOR_OP:     begin rs1_r = 5'd1;  rs2_r = 5'd2;  alu_ctrl_r = 4'b0100; end
            SLL_OP:     begin rs1_r = 5'd1;  rs2_r = 5'd3;  alu_ctrl_r = 4'b1000; end
            SRL_OP:     begin rs1_r = 5'd1;  rs2_r = 5'd3;  alu_ctrl_r = 4'b1001; end
            ZERO_CHECK: begin rs1_r = 5'd1;  rs2_r = 5'd1;  alu_ctrl_r = 4'b0110; end
            READ_AFTER: begin rs1_r = 5'd12; rs2_r = 5'd10; alu_ctrl_r = 4'b0000; end
            default:    begin rs1_r = 5'd0;  rs2_r = 5'd0;  alu_ctrl_r = 4'b0000; end
        endcase
    end
    always @(posedge clk or posedge rst) begin
        if (rst) begin
            state       <= IDLE;
            WriteEnable <= 1'b0;
            rd          <= 5'd0;
            WriteData   <= 32'd0;
        end
        else begin
            case (state)
                IDLE: begin
                    WriteEnable <= 1'b0;
                    state       <= WRITE_X1;
                end
                WRITE_X1: begin
                    rd          <= 5'd1;
                    WriteData   <= 32'h10101010;
                    WriteEnable <= 1'b1;
                    state       <= WRITE_X2;
                end
                WRITE_X2: begin
                    rd          <= 5'd2;
                    WriteData   <= 32'h01010101;
                    WriteEnable <= 1'b1;
                    state       <= WRITE_X3;
                end
                WRITE_X3: begin
                    rd          <= 5'd3;
                    WriteData   <= 32'h00000005;
                    WriteEnable <= 1'b1;
                    state       <= ADD_OP;
                end
                ADD_OP: begin
                    rd          <= 5'd4;
                    WriteData   <= alu_result;
                    WriteEnable <= 1'b1;
                    state       <= SUB_OP;
                end
                SUB_OP: begin
                    rd          <= 5'd5;
                    WriteData   <= alu_result;
                    WriteEnable <= 1'b1;
                    state       <= AND_OP;
                end
                AND_OP: begin
                    rd          <= 5'd6;
                    WriteData   <= alu_result;
                    WriteEnable <= 1'b1;
                    state       <= OR_OP;
                end
                OR_OP: begin
                    rd          <= 5'd7;
                    WriteData   <= alu_result;
                    WriteEnable <= 1'b1;
                    state       <= XOR_OP;
                end
                XOR_OP: begin
                    rd          <= 5'd8;
                    WriteData   <= alu_result;
                    WriteEnable <= 1'b1;
                    state       <= SLL_OP;
                end
                SLL_OP: begin
                    rd          <= 5'd9;
                    WriteData   <= alu_result;
                    WriteEnable <= 1'b1;
                    state       <= SRL_OP;
                end
                SRL_OP: begin
                    rd          <= 5'd10;
                    WriteData   <= alu_result;
                    WriteEnable <= 1'b1;
                    state       <= ZERO_CHECK;
                end
                ZERO_CHECK: begin
                    rd          <= 5'd11;
                    WriteData   <= alu_result;
                    WriteEnable <= 1'b1;
                    state       <= FLAG_WRITE;
                end
                FLAG_WRITE: begin
                    rd          <= 5'd12;
                    WriteData   <= alu_zero ? 32'h00000001 : 32'h00000000;
                    WriteEnable <= 1'b1;
                    state       <= READ_AFTER;
                end
                READ_AFTER: begin
                    WriteEnable <= 1'b0;
                    state       <= DONE;
                end
                DONE: begin
                    WriteEnable <= 1'b0;
                end
                default: state <= IDLE;
            endcase
        end
    end
endmodule
`timescale 1ns / 1ps
module RegisterFile (
    input  wire        clk,
    input  wire        rst,
    input  wire        WriteEnable,
    input  wire [4:0]  rs1,
    input  wire [4:0]  rs2,
    input  wire [4:0]  rd,
    input  wire [31:0] WriteData,
    output wire [31:0] ReadData1,    
    output wire [31:0] ReadData2     
);
    reg [31:0] regs [0:31];
    integer i;
    initial begin
        for (i = 0; i < 32; i = i + 1)
            regs[i] = i;           
    end
    always @(posedge clk or posedge rst) begin
        if (rst) begin
            for (i = 0; i < 32; i = i + 1)
                regs[i] <= i;     
        end
        else if (WriteEnable && (rd != 5'b00000)) begin
            regs[rd] <= WriteData;
        end
    end
    assign ReadData1 = (rs1 == 5'b00000) ? 32'b0 : regs[rs1];
    assign ReadData2 = (rs2 == 5'b00000) ? 32'b0 : regs[rs2];
endmodule
`timescale 1ns / 1ps
module Top_Rf_Alu #(
    parameter CLK_DIV_MAX   = 25_000_000,
    parameter DEBOUNCE_STAB = 500_000
)(
    input  wire        clk,
    input  wire        btn_reset_raw,
    input  wire [15:0] sw_raw,
    output reg  [15:0] led_out
);
    wire rst;
    debouncer #(.STABLE_MAX(DEBOUNCE_STAB)) u_deb (
        .clk   (clk),
        .pbin  (btn_reset_raw),
        .pbout (rst)
    );
    reg [15:0] sw_meta, sw_sync;
    always @(posedge clk) begin
        sw_meta <= sw_raw;
        sw_sync <= sw_meta;
    end
    wire        fsm_WriteEnable;
    wire [4:0]  fsm_rs1, fsm_rs2, fsm_rd;
    wire [3:0]  fsm_alu_ctrl;
    wire [31:0] fsm_WriteData;
    wire        alu_zero;
    wire [31:0] alu_result;
    wire [3:0] alu_ctrl_sel = sw_sync[15] ? sw_sync[3:0]
                                           : fsm_alu_ctrl;
    wire [31:0] ReadData1, ReadData2;
    RegisterFile u_rf (
        .clk        (clk),
        .rst        (rst),
        .WriteEnable(fsm_WriteEnable),
        .rs1        (fsm_rs1),
        .rs2        (fsm_rs2),
        .rd         (fsm_rd),
        .WriteData  (fsm_WriteData),
        .ReadData1  (ReadData1),
        .ReadData2  (ReadData2)
    );
    ALU u_alu (
        .A         (ReadData1),
        .B         (ReadData2),
        .ALUControl(alu_ctrl_sel),
        .ALUResult (alu_result),
        .Zero      (alu_zero)
    );
    RF_ALU_FSM u_fsm (
        .clk        (clk),
        .rst        (rst),
        .alu_zero   (alu_zero),
        .alu_result (alu_result),
        .WriteEnable(fsm_WriteEnable),
        .rs1        (fsm_rs1),
        .rs2        (fsm_rs2),
        .rd         (fsm_rd),
        .alu_ctrl   (fsm_alu_ctrl),
        .WriteData  (fsm_WriteData)
    );
    always @(posedge clk) begin
        if (rst) begin
            led_out <= 16'd0;
        end else begin
            led_out[3:0]  <= u_fsm.state[3:0];
            led_out[14:5] <= alu_result[9:0];
            led_out[15]   <= alu_zero;
        end
    end
endmodule
==> flow/run.sh <==
#!/bin/bash
# OpenROAD 26Q1-2900-gdf79404cd8, Yosys 0.63+post, stock flow scripts
make -C /OpenROAD-flow-scripts/flow DESIGN_CONFIG=/design/flow/config.mk WORK_HOME=/design/flow/orfs finish
==> flow/config.mk <==
export PLATFORM = sky130hd
export DESIGN_NAME = Top_Rf_Alu
export DESIGN_NICKNAME = Top_Rf_Alu
export VERILOG_FILES = /design/flow/design.v
export SDC_FILE = /design/flow/constraint.sdc
export NUM_CORES = 4
export LEC_CHECK = 1
export CORE_UTILIZATION = 30
==> flow/constraint.sdc <==
current_design Top_Rf_Alu

set clk_period 6.3
set clk_io_pct 0.2

create_clock -name clk0 -period $clk_period [get_ports {clk}]

set non_clock_inputs [all_inputs -no_clocks]
set_input_delay [expr $clk_period * $clk_io_pct] -clock clk0 $non_clock_inputs
set_output_delay [expr $clk_period * $clk_io_pct] -clock clk0 [all_outputs]
==> impl_metrics.yaml <==
# yosys + openroad results
die:
  core_sq_mm: 0.0686
  core_util_floorplan: 0.304
  die_h_um: 265
  io_pins: 34
  rows: 96
  dieArea_sq_mm: 0.0705
  die_w_um: 265
synth:
  synth_area_sq_mm: 0.0208
  top_cells_by_area: "dfrtp_1, mux2_2, ha_1"
  yosys.area.top_type: "dfrtp_1"
  async_reset_ff_frac: 0.863
  yosys_warnings: 9
  syn_inst: 2168
  ys_cells: 2168
  ff_type: "dfrtp_1"
  numSynthFlops: 307
  top_area_frac: 0.304
  avgSynthCellArea_sq_um: 9.61
  ys_types: 101
  ys_seq_frac: 0.360
  edf_count: 2
  ys_area_sq_mm: 0.0208
routing:
  avgViaCountPerCell: 5.75
  wl_um: 86500
  wl_per_cell_um: 26.5
  vias: 18800
  drtIter0Drc: 1812
  drcViolationCount: 0
  first_pass_iters: 7
  final_antenna_net_count: 0
final_layout:
  fillers: 6724
  drive_gt1_frac: 0.325
  lay_top_cells: "buf_4, dfrtp_1, mux2_2"
  design_area_sq_mm: 0.0251
  lay_top_count: "buf_4"
  layout.cells.non_filler: 3264
  area_delta_synth_final_pct: 20.6
status:
  status: "finished, violations left"
  violations: "negative setup slack"
grt:
  grt_usage: 0.255
  grt_pass1_vias: 18500
  grt_start_max_net_pins: 137
  grt_first_pass_wirelength_um: 129000
  overflow: 0
  antenna_found_initial: 2
clock_tree:
  numCtsBuffers: 34
  clkTransAtPathRegs_ns: 0.07
  cts_buffer_depth: 3
  cts_tree: "built"
  cts_root_buffer: "clkbuf_16"
  htreeDepth: 2
  cts.sinks: 307
  clk_latency_ns: 0.57
setup_path:
  crit_slowest_cell: "dfrtp_1"
  worstPathArrival_ns: 12.70
  critPathLaunchType: "register"
  cpLargestDelayFamily: "adder cells"
  r2r_slack_ns: -5.91
  rr_endpoint: "u_fsm.WriteData[0]$_DFFE_PP0P_"
  required_ns: 6.79
  critPathKind: "reg2reg"
  end_kind: "register"
  startpoint: "u_fsm.state_1[1]$_DFFE_PP0P_"
  reg2reg_depth: 60
  cp_max_fo: 6
  critPathBufInv: 15
  reg2reg_from: "u_fsm.state_1[1]$_DFFE_PP0P_"
  crit_top_cell: "fa_2"
  critPathMaxStageDelay_ns: 0.39
power:
  pwr_density_cell_mw_per_mm2: 173
  p_leak_nw: 11.2
  ir_drop_v: 0.000152
  finalPower_mw: 4.35
timing:
  relSlewSlack: 0.472
  max_freq_mhz: 81.9
  report.final.slew_viol_count: 0
  skew_ns: 0.0361
  min_period_ns: 12.21
  setup_violations: 22
  layout_setup_ws_ns: -5.91
  timing.final.crit_share: 1.94
  rsz0062_at_grt: "yes"
  worst_pin_slew_ns: 0.791
  fin_tns_setup_ns: -70.90
  hold_viol: 0
placement:
  placed_cell_area_sq_mm: 0.0237
  port_buffers: 17
  dp_slack_ns: -6.01
  place_congestion: 1.02
  dp_cells: 3198
  hpwl_um: 64300
hold_path:
  hold_path_class: "reg2reg"
  min_to: "sw_sync[0]$_DFF_P_"
  whs_path_depth: 0
  hp-start: "sw_meta[0]$_DFF_P_"
job:
  drv_cap: 0
  tool_warnings: 84
## synth_stat cells (8+ instances only)
cell and instances:
nor4_1 8, clkbuf_1 87, fa_1 30, o21ai_0 108, buf_4 9, and3_1 30, nor3_1 25, dfrtp_1 253
xnor2_1 25, a211oi_1 14, nor2_1 123, o211ai_1 24, o221ai_1 64, o21a_1 8, a221oi_1 24, buf_1 57
a221o_1 33, or3_1 9, inv_2 12, o22ai_1 73, a22oi_1 13, and2_1 12, a31oi_1 9, ha_1 74
a22o_1 47, buf_2 36, dfstp_2 12, buf_6 14, mux2i_1 45, xor2_1 22, nand2_1 145, nand2b_1 11
mux2_2 232, inv_1 78, nand3_1 89, dfxtp_1 40, nand4_1 10, a21o_1 12, o31ai_1 13, a21oi_1 106
## timing repair
item / 4_1_cts / 5_1_grt
gates cloned: 0 / 0
pin swaps: 18 / 10
buffers inserted: 13 / 0
endpoints found under the hold margin: 0 / 0
setup endpoints to repair: 23 / 24
hold buffers: 0 / 0
gates resized: 38 / 22
## stage by stage
stage / utilization / hold WS, ns
after floorplan: - / 0.310
final: 0.366 / 0.331
after CTS: 0.365 / 0.333
after global placement: 0.346 / 0.316
after global routing: 0.366 / 0.334
after detailed placement: 0.346 / 0.313
## area by class of cell
class                   count  area [sq um]  area share
diodes                      1          2.50   0.0000996
clock buffers              48           986      0.0393
clock inverters            11           105     0.00418
inverters                  90           349      0.0139
multi-input cells        1572         12600       0.500
flip-flops and latches    307          7510       0.299
well taps                 931          1160      0.0464
repair buffers            304          2430      0.0968
## flip-flops by register name, summed over array words and instances (netlist names)
register	count
u_deb.prev_in	1
sw_sync	5
u_fsm.rd	4
u_rf.regs	224
led_out	11
u_fsm.state_1	4
u_deb.stable_cnt	19
u_fsm.WriteEnable	1
u_deb.pbout	1
sw_meta	5
u_fsm.WriteData	32
## metal layers
metal / global-route usage / up-vias / routed length, um
met2: 0.363 / 818 / 36500
met4: 0.0805 / 2 / 3420
met1: 0.380 / 9438 / 38700
met5: 0.00624 / - / 57
met3: 0.0704 / 157 / 7830
li1: - / 8364 / -
## logic make-up (layout without fill, tap and decap cells)
logic type,count (synthesis),after routing,share of synthesized area
multiplexers,281,281,0.150
other,1,6,0.000180
XOR/XNOR,47,47,0.0198
AND/OR/NAND/NOR,505,505,0.117
flip-flops,307,307,0.360
buffers and inverters,293,453,0.0616
adder cells (fa/ha/maj),104,104,0.0733
AND-OR/OR-AND,630,630,0.218
## where the power goes
| group | switching (mW) | internal (mW) | leakage, nW |
|---|---|---|---|
| clock | 0.831 | 1.14 | 0.536 |
| sequential | 0.0237 | 2.01 | 3.89 |
| combinational | 0.202 | 0.142 | 6.77 |
## worst max path at each step
stage | end | slack [ns] | cells past startpoint
after global routing | u_fsm.WriteData[0]$_DFFE_PP0P_ | -6.42 | 61
final | u_fsm.WriteData[0]$_DFFE_PP0P_ | -5.91 | 60
after CTS | u_fsm.WriteData[0]$_DFFE_PP0P_ | -5.96 | 60
No activity file was given, so power comes from the tool's default toggle rates.
